File: flow/config.mk
export PLATFORM = sky130hd
export DESIGN_NAME = nextPC
export DESIGN_NICKNAME = nextPC
export VERILOG_FILES = /design/flow/design.v
export SDC_FILE = /design/flow/constraint.sdc
export NUM_CORES = 4
export LEC_CHECK = 1
export CORE_AREA = 10 10 95 95
export DIE_AREA = 0 0 105 105
File: flow/constraint.sdc
current_design nextPC

set clk_period 17.4
set clk_io_pct 0.2

create_clock -name clk0 -period $clk_period

set non_clock_inputs [all_inputs -no_clocks]
set_input_delay [expr $clk_period * $clk_io_pct] -clock clk0 $non_clock_inputs
set_output_delay [expr $clk_period * $clk_io_pct] -clock clk0 [all_outputs]
File: flow/design.v
module adder(i_op1, i_op2, o_result);
parameter DATA_WIDTH = 32;
input  [DATA_WIDTH-1:0] 	i_op1, i_op2;
output [DATA_WIDTH-1:0] 	o_result;
assign o_result = i_op1 + i_op2;
endmodule
module mux2in1(i_dat0, i_dat1, i_control, o_dat);
parameter WIDTH = 32;
input   [WIDTH-1:0]     i_dat0, i_dat1; 
input                 	i_control;
output reg  [WIDTH-1:0] o_dat;
always @(*) begin
	case (i_control)
		1'b0: o_dat = i_dat0;
		1'b1: o_dat = i_dat1;
	endcase  
end
endmodule
module nextPC(	i_incPC,
				i_imm26,
				i_zero,
				i_j,
				i_beq,
				i_bne,
				o_PCSrc,
				o_addr
				);
parameter WIDTHIMM_INPUT = 26;
parameter WIDTHIMM_OUT = 30;
input [WIDTHIMM_OUT-1:0] i_incPC;
input [WIDTHIMM_INPUT-1:0] i_imm26;
input i_zero, i_j, i_beq, i_bne;
output  [WIDTHIMM_OUT-1:0] o_addr;
output  o_PCSrc;
wire [WIDTHIMM_OUT-1:0] o_extend_nextPC;
signExtend #(.WOSIGNEXTEND(WIDTHIMM_OUT)) signExtender_NextPC(				.i_data(i_imm26[15:0]),
																			.i_en(i_imm26[15]),
																			.o_data(o_extend_nextPC)
																			);
wire [WIDTHIMM_OUT-1:0] outadder;
adder #(.DATA_WIDTH(WIDTHIMM_OUT)) adder_NextPC (	.i_op1(i_incPC),
													.i_op2(o_extend_nextPC),
													.o_result(outadder)	
													);
mux2in1 #(.WIDTH(WIDTHIMM_OUT))	mux2in1NextPC (	.i_dat0(outadder),
												.i_dat1({i_incPC[29:26],i_imm26}),
												.i_control(i_j),
												.o_dat(o_addr)
												);
assign o_PCSrc =(~i_zero & i_bne) | (i_zero & i_beq) | i_j;
endmodule
module signExtend(i_data,i_en,o_data);
parameter WISIGNEXTEND = 16;
parameter WOSIGNEXTEND = 32;
input   [WISIGNEXTEND-1 : 0]  		i_data;
input 								i_en;
output  [WOSIGNEXTEND-1 : 0]  		o_data;
assign o_data = i_en ? { {WISIGNEXTEND{i_data[WISIGNEXTEND-1]}} , i_data } : {16'b0,i_data};
endmodule
File: flow/run.sh
#!/bin/bash
# OpenROAD 26Q1-2900-gdf79404cd8, Yosys 0.63+post, stock flow scripts
make -C /OpenROAD-flow-scripts/flow DESIGN_CONFIG=/design/flow/config.mk WORK_HOME=/design/flow/orfs finish
==> notes.md <==
fresh numbers from the pnr run: floorplan-stage core utilization=27.0%, number of antenna violations at the first check in global routing=0, count of standard-cell rows=30, post-synth top area cell=sky130_fd_sc_hd__ha_1, Met3 Wirelength=around 520 µm, vias after detailed routing=2194, area share of the largest cell type after synthesis=19.5%, top area cells in the synthesized netlist=sky130_fd_sc_hd__ha_1 19%, sky130_fd_sc_hd__a21o_1 8.5%, sky130_fd_sc_hd__o21ai_0 8.3%, total setup violations reported at the end of the flow=0, number of buffer cells added on primary ports=approximately 91, CP delay by family, top=buffers and inverters, slowest cell on the critical path=sky130_fd_sc_hd__clkdlybuf4s50_1, total cells reported by yosys after synthesis=268, Die Height=about 110 µm, detailed-route wire length on metal 1=approximately 2.8 mm, via count of the first global-routing pass=2253, peak supply drop=around 0.000013 V, pin count of the biggest net entering global routing=around 60, count of buffering cells on the critical path with inverters included=2, area inside the core boundary=between 6000 and 7000 µm², Multi-input gate area=1820 µm², total iterations of the first detailed-routing run=4, number of failing hold endpoints at the final stage=0, RSZ-0062 raised after global routing=false, chip width=around 110 µm, post-synth design cell area=1860 µm², remaining global-route overflow=0, transition time at the pin with the least slew margin=0.738 ns, most common cell after layout, fill and taps aside=sky130_fd_sc_hd__clkdlybuf4s50_1, chip area=between 10000 and 15000 µm², number of maximum-capacitance violations=0, time the final worst path needs with I/O delays and setup=slightly above 10 ns, tally of clock buffers in the finished layout=0, maximum single-stage delay on the critical path=between 0.8 and 0.9 ns, path type of the worst setup path=input pin to primary output, total negative setup slack=0 ns, dominant logic cell types in the final layout=90 x sky130_fd_sc_hd__clkdlybuf4s50_1, 37 x sky130_fd_sc_hd__nand2_1, 31 x sky130_fd_sc_hd__o21ai_0, number of DRC markers in iteration 0=just over 80, element type at the critical path start=input pin, final-layout fill cell count=between 700 and 800, Final Wtd Congestion=0.863, power density relative to cell area=34.8 nW/µm², highest layer used for signal routing=met4, number of logged tool warnings=32, DRC violation count after routing=0, postcts setup bufs=0, ordered list of cells on the worst path=clkdlybuf4s50_1 > ha_1 > nand4_1 > or3_1 > a31oi_2 > a41oi_2 > o21ai_1 > a21oi_1 > o31a_1 > clkdlybuf4s50_1, Max Clk Rate=96.8 MHz, WP data required=about 14 ns, share of the cycle needed by the critical path after routing=59.4%, fraction of layout cells with a size suffix above 1=5.40%, worst slew slack as a fraction of its limit=roughly half, sequential standard cell area=0 µm², YS chip area=approximately 1900 µm², average size of a mapped cell=about 6.9 µm², tally of yosys warning messages=1, Leak Pwr=1.20 nW, cell count after synthesis=roughly 270, total power draw=about 0.1 mW, CP Capture Type=primary output, first-pass GRT wire length=around 10 mm, Routed WL=between 6 and 7 mm, HPWL after detailed placement=a little over 5 mm, final core utilization=between 40% and 50%, Routed WL per cell=about 13 µm, area growth from synthesis to final layout=53.9%, data arrival time of the critical path=around 7 ns, number of top-level pins=between 90 and 100, antenna cell count=0, most used cell, CP=sky130_fd_sc_hd__clkdlybuf4s50_1, Post-CTS Resized=0, Cell Type Count=about 50, hold buffer count at cts=0, routed length on met2=2.66 mm, Final Max Tran Viols=0, sequential cells=0, Via-to-Cell Ratio=between 4 and 5, status=complete, no violations, total track usage=between 10% and 20%, CP Max Fanout=21, register share after synthesis=0%, antenna viol nets, final=0, Min-Delay Path Class=input pin to primary output
[path summary, 6_finish.rpt]
kind                  slack, ns   startpoint  cells past startpoint         end
worst max-delay path       7.07  i_imm26[15]                     10  o_addr[27]
worst min-delay path       7.88  i_imm26[22]                      4  o_addr[22]
[synth_stat cells (3+ instances only)]
cell and count:
sky130_fd_sc_hd__nand3_1 6, sky130_fd_sc_hd__nand2b_1 3, sky130_fd_sc_hd__clkbuf_1 8, sky130_fd_sc_hd__a31oi_1 4, sky130_fd_sc_hd__mux2_2 4, sky130_fd_sc_hd__o21ai_0 31
sky130_fd_sc_hd__o21ai_1 3, sky130_fd_sc_hd__o211ai_1 3, sky130_fd_sc_hd__nand2_1 37, sky130_fd_sc_hd__xor2_1 12, sky130_fd_sc_hd__nand4_1 8, sky130_fd_sc_hd__nor3_1 3
sky130_fd_sc_hd__o21a_1 3, sky130_fd_sc_hd__ha_1 29, sky130_fd_sc_hd__a21o_1 21, sky130_fd_sc_hd__a21oi_1 21, sky130_fd_sc_hd__xnor2_1 12, sky130_fd_sc_hd__inv_1 4
sky130_fd_sc_hd__and2_1 3, sky130_fd_sc_hd__nor2_1 18
[cell families after synthesis]
kind of cell,share of synthesized area (%)
compound gates,39.9
xor+xnor,11.3
fa+ha+maj,20.6
buf+inv,2.42
mux,2.42
simple gates,23.4
[layer usage]
layer  global-route usage (%)  up-vias
met5                        0        -
met4                    0.294        0
met3                     3.91        2
met2                     17.2       55
met1                     14.0      950
li1                         -     1187
[per-stage QoR]
stage	hold slack, ns	setup WS (ns)	cells	area, µm²
6_report	7.88	7.07	448	2870
5_1_grt	7.92	6.80	448	2870
4_1_cts	7.89	7.05	448	2870
3_5_place_dp	7.88	7.06	448	2870
3_3_place_gp	7.88	7.09	448	2870
2_1_floorplan	7.01	8.40	268	1860
[report_power, final]
group	switching (mW)	total (mW)	internal, mW	leakage, nW
Sequential	0	0	0	0
Combinational	0.0429	0.0997	0.0568	1.20
Clock	0	0	0	0
[area by class of cell]
type | count | area share [%]
repair buffers | 92 | 31.9
well taps | 96 | 4.19
inverters | 4 | 0.524
multi-input cells | 256 | 63.4
Power and IR drop assume default switching activity.
